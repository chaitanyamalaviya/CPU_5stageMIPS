## flow/run.sh

```bash
#!/bin/bash
# OpenROAD 26Q1-2900-gdf79404cd8, Yosys 0.63+post, stock flow scripts
make -C /OpenROAD-flow-scripts/flow DESIGN_CONFIG=/design/flow/config.mk WORK_HOME=/design/flow/orfs finish
```

## flow/config.mk

```make
export PLATFORM = sky130hd
export DESIGN_NAME = regfile
export DESIGN_NICKNAME = regfile
export VERILOG_FILES = /design/flow/design.v
export SDC_FILE = /design/flow/constraint.sdc
export NUM_CORES = 4
export LEC_CHECK = 1
export CORE_UTILIZATION = 50
```

## flow/constraint.sdc

```tcl
current_design regfile

set clk_period 6.2
set clk_io_pct 0.2

create_clock -name clk0 -period $clk_period [get_ports {clk}]

set non_clock_inputs [all_inputs -no_clocks]
set_input_delay [expr $clk_period * $clk_io_pct] -clock clk0 $non_clock_inputs
set_output_delay [expr $clk_period * $clk_io_pct] -clock clk0 [all_outputs]
```

## flow/design.v

```verilog
`timescale 1ns / 10ps
module regfile (
	clk,
	rst,
	wen,
	raddr1, 
	raddr2, 
	waddr, 
	wdata, 
	rdata1,
	rdata2
	);
	input clk;
	input rst;
	input wen;
	input [4-1:0] raddr1; 
	input [4-1:0] raddr2; 
	input [4-1:0] waddr; 
	input [16-1:0] wdata; 
	output [16-1:0] rdata1;
	output [16-1:0] rdata2;
	reg [16-1:0] regdata [0:16-1];
integer i;
	always@(posedge clk)
		begin
			if(rst)
				begin
					for (i=0; i<16; i=i+1)
						regdata[i] <=0;
					regdata[1] <=5; 
				end
			else
				regdata[waddr] <= (wen == 1) ? wdata : regdata[waddr];
		end
	assign rdata1 =  regdata[raddr1];
	assign rdata2 =  regdata[raddr2];
endmodule 
```

==> flow_metrics.env <==
# physical design summary
export IMPL_grt_usage_pct=29.7
export IMPL_via_per_inst=6.32
export IMPL_wl_mm=35.4
export IMPL_max_stage_delay_ps=540
export IMPL_end_kind="output port"
export IMPL_fin_tns_setup_ps=0
export IMPL_drc_errors=0
export IMPL_maxCapViolCount=0
export IMPL_rsz0062_at_grt="false"
export IMPL_hold_violations=0
export IMPL_top_area_cell="edfxtp_1"
export IMPL_die_area_sq_mm=0.0274
export IMPL_largestRegisters="regdata x256"
export IMPL_synth_chip_area_sq_mm=0.0134
export IMPL_grt_pass1_vias=8968
export IMPL_clkSinkCount=256
export IMPL_post_route_period_util_pct=75.8
export IMPL_cts_setup_buffers=0
export IMPL_place_congestion=0.912
export IMPL_power_density_mw_per_mm2=276
export IMPL_cts_hold_buf=0
export IMPL_wire_per_inst_um=28.1
export IMPL_finalSetupViolations=0
export IMPL_cp_top_family="buffers and inverters"
export IMPL_path_max_fanout=32
export IMPL_drt_iter0_drc=447
export IMPL_yosys_cell_types_count=22
export IMPL_path_class="input pin to output port"
export IMPL_post_cts_resized=0
export IMPL_root_buffer="clkbuf_16"
export IMPL_synth_warnings=1
export IMPL_yosys_stat_cells=859
export IMPL_worstSetupStartpointType="input pin"
export IMPL_design_core_area_sq_mm=0.0261
export IMPL_fin_total_pwr_mw=4.22
export IMPL_yosysTopAreaCellShare_pct=57.4
export IMPL_syn_cell_area_sq_mm=0.0134
export IMPL_syn_area_per_cell_sq_um=15.6
export IMPL_tightest_slew_ps=867
export IMPL_ys_seq_share_pct=57.4
export IMPL_leakage_nw=5.25
export IMPL_routed_via_count=7962
export IMPL_hp_class="input pin to flip-flop"
export IMPL_largest_reg_flops=256
export IMPL_synth_flops=256
export IMPL_regMostFlops="regdata"
export IMPL_fp_util_pct=51.2
export IMPL_h_tree_depth=1
export IMPL_antenna_cells=0
export IMPL_maxSlewViolCount=0
export IMPL_fin_crit_ps=4700
export IMPL_first_pass_iters=21
export IMPL_cts_buffer_depth=3
export IMPL_crit_chain="buf_2, buf_4, mux4_2, a22oi_1, nand2_1, clkdlybuf4s50_1"
export IMPL_peakVddDrop_uv=190
export IMPL_ioPinCount=63
export IMPL_dieHeight_um=166
export IMPL_cp_required_ps=4960
export IMPL_cts_made_buffers=28
export IMPL_cp_arrival_ps=3460
export IMPL_antenna_found_initial=0
export IMPL_synthToLayoutAreaGrowth_pct=14.3
export IMPL_fp_dieW_um=166
export IMPL_max_slew_margin_pct=42.0
export IMPL_dp_hpwl_mm=21.5
export IMPL_drive_gt1_share_pct=24.8
export IMPL_place_port_buffers=62
export IMPL_drt_antenna_violating_nets=0
export IMPL_fp_row_count=59
export IMPL_postSynthCellCount=859
export IMPL_grt_max_degree=39
export IMPL_postLayoutCoreUtil_pct=58.6
export IMPL_path_buffers=3
export IMPL_grt_overflow_total=0
export IMPL_grt_pass1_wl_mm=53.3
export IMPL_warnings=25
export IMPL_fill_cells=1936
export IMPL_clkTransAtPathRegs_ps=60
export IMPL_outcome="finished clean"
export IMPL_synthTopCellsByArea="edfxtp_1 57%, mux4_2 22%, and2_1 12%"
export IMPL_slowest_stage="buf_4"
export IMPL_cts_tree="done"
export IMPL_fmax_ghz=0.213
-- per-layer routing --
layer	vias to the layer above	GRT usage [%]	share of wire, %
met1	3851	39.1	34
met2	602	42.7	47
met4	3	9.55	3.7
met3	87	19.4	15
met5	-	1.04	0.11
li1	3419	-	-
-- layout make-up --
| cell class | instances | area [sq um] | area share, % |
|---|---|---|---|
| flip-flops and latches | 256 | 7690 | 50.2 |
| repair buffers | 90 | 853 | 5.58 |
| clock inverters | 18 | 198 | 1.29 |
| multi-input cells | 527 | 5400 | 35.3 |
| clock buffers | 34 | 744 | 4.87 |
| well taps | 335 | 419 | 2.74 |
-- cell usage in the layout (no fill, tap or decap) --
master             n
nand2_1           33
a22oi_1           64
clkinv_1           2
nand4bb_1          2
nor2b_1            4
nand2b_1           2
or4b_4             1
edfxtp_1         256
nand4b_1           1
or3_1              2
mux4_2           128
buf_4             27
nor2_1            11
nor3_4             1
buf_12             3
nor2_4             2
clkdlybuf4s50_1   58
or2_2             16
buf_2              2
clkbuf_1           5
clkinvlp_4         4
nor2_2             1
bufinv_16          4
nor3_2             3
clkinv_2           8
and2_1           256
clkbuf_16         29
-- path summary, 6_finish.rpt --
| kind | to | cells after the start | startpoint |
|---|---|---|---|
| min | regdata[1][2] | 3 | waddr[2] |
| max | rdata1[15] | 6 | raddr1[1] |
-- synthesized netlist by cell type (all sizes together) --
cell type	instances
a22oi	64
and2	256
buf	23
clkbuf	53
edfxtp	256
mux4	128
nand2	33
nand2b	2
nand4b	1
nand4bb	2
nor2	14
nor2b	4
nor3	4
or2	16
or3	2
or4b	1
-- through the flow --
step | area (sq um) | cells | setup slack, ps | hold WS, ps
3_5_place_dp | 14400 | 1208 | 1490 | 2190
2_1_floorplan | 13400 | 859 | 2470 | 1420
6_report | 15300 | 1260 | 1500 | 1650
3_3_place_gp | 14400 | 1208 | 1480 | 2190
5_1_grt | 15300 | 1260 | 1400 | 1690
4_1_cts | 15300 | 1260 | 1480 | 1640
-- tightest hold or removal path, stage by stage --
cell,delay (ps)
clkdlybuf4s50_1,520
or4b_4,220
or3_1,110
-- where the power goes --
group	internal, mW	switching, mW	total [mW]
registers	2.01	0.0468	2.05
logic	0.246	0.240	0.486
clock network	1.02	0.667	1.69
-- cell families after synthesis --
kind of cell	Yosys count	share of synthesized area (%)
AND-OR/OR-AND	64	3.59
multiplexers	128	21.5
flip-flops	256	57.4
buffers and inverters	76	2.33
AND/OR/NAND/NOR	335	15.1
Power figures rest on the tool's default switching activity, not on a simulated workload.
