<file path="flow/design.v">
`timescale 1ns / 10ps
module ID_EXE_stage (
	input  clk,
   input  rst,	
	input [3:0]aluop_in,
	input Branch_in,
	input [16-1:0]PCOUT_in,
	input [16-1:0] s_ext_in,
	input [16-1:0] rdata1_in,
	input [16-1:0]b_in,
	input [16-1:0] rdata2_in,
	input [4-1:0]waddr_in,
	input wen_in,
	input memread_in,
	input memwrite_in,
	input memtoreg_in,
   input jal_in,
	output reg [3:0] aluop_out,
	output reg Branch_out,
	output reg [16-1:0]PCOUT_out,
	output reg [16-1:0] s_ext_out,
	output reg [16-1:0] rdata1_out,
	output reg [16-1:0]b_out,
	output reg [16-1:0] rdata2_out,
	output reg [4-1:0]waddr_out,
	output reg wen_out,
	output reg memread_out,
	output reg memwrite_out,
	output reg memtoreg_out,
	output reg jal_out
);
always @ (posedge clk) begin
	if(rst)
		Branch_out <= 0;
		 else
		 begin
		 aluop_out <= aluop_in;
		 Branch_out  <= Branch_in;
		 PCOUT_out <= PCOUT_in;
		 s_ext_out  <= s_ext_in;
		 rdata1_out    <= rdata1_in;
		 b_out <= b_in;
		 rdata2_out <= rdata2_in;
		 waddr_out <= waddr_in;
		 wen_out <= wen_in;
		 memread_out <= memread_in;
		 memwrite_out <= memwrite_in;
	    memtoreg_out <= memtoreg_in;
		 jal_out<=jal_in;
	end
end
endmodule
</file>
<file path="flow/run.sh">
#!/bin/bash
# OpenROAD 26Q1-2900-gdf79404cd8, Yosys 0.63+post, stock flow scripts
make -C /OpenROAD-flow-scripts/flow DESIGN_CONFIG=/design/flow/config.mk WORK_HOME=/design/flow/orfs finish
</file>
<file path="flow/config.mk">
export PLATFORM = sky130hd
export DESIGN_NAME = ID_EXE_stage
export DESIGN_NICKNAME = ID_EXE_stage
export VERILOG_FILES = /design/flow/design.v
export SDC_FILE = /design/flow/constraint.sdc
export NUM_CORES = 4
export LEC_CHECK = 1
export CORE_UTILIZATION = 40
</file>
<file path="flow/constraint.sdc">
current_design ID_EXE_stage

set clk_period 1.0
set clk_io_pct 0.2

create_clock -name clk0 -period $clk_period [get_ports {clk}]

set non_clock_inputs [all_inputs -no_clocks]
set_input_delay [expr $clk_period * $clk_io_pct] -clock clk0 $non_clock_inputs
set_output_delay [expr $clk_period * $clk_io_pct] -clock clk0 [all_outputs]
</file>
==> impl_metrics.yaml <==
# yosys + openroad results
grt:
  grt_antenna_before_repair: 0
  overflow: 0
  grt.total_usage: 0.200
  grt_pass1_vias: 1696
  grt_max_degree: 35
  grt_pass1_wl_um: 9490
pwr:
  powerDensity_nw_per_um2: 1670
  leakage_nw: 1.80
  peakVddDrop_v: 0.00127
  power.total_w: 0.00778
synthesis:
  ys_cells: 96
  synthTopCellsByArea: "edfxtp_1 99%, dfxtp_1 0.71%, nor2b_1 0.22%"
  synthCells: 96
  syn_area_um2: 2820
  yosysTopAreaCell: "edfxtp_1"
  syn_area_per_cell_um2: 29.4
  synth_cell_types: 4
  ys_warn_count: 1
  netlist.area_leader.share: 0.989
  ys_area_um2: 2820
  seq_area_frac_synth: 0.996
  ys_ff: 94
outcome:
  status: "finished, violations left"
  violations: "setup timing"
finish:
  regArea_um2: 2810
  logic_area_um2: 6.26
  layout-drive-gt1-share: 0.369
  syn_to_final_growth_pct: 64.8
  final_cell_mix: "94 x clkdlybuf4s50_1, 94 x buf_2, 93 x edfxtp_1"
  fill_cells: 499
timing:
  slew_viol_final: 0
  period_minus_slack_ns: 1.06
  worst_slew_pin_slew_ns: 0.211
  rsz0062_at_grt: "true"
  finalHoldViolCount: 0
  hold_ws_ns: 0.230
  max_slew_margin: 0.859
  fin_crit_sh: 1.06
  postLayoutSetupSlackWorst_ns: -0.0642
  setup_viol: 91
  max_freq_mhz: 940
setup_path:
  cp_cell_sequence: "buf_2"
  critPathArrivalTime_ns: 0.86
  crit_type: "flip-flop to primary output"
  cp_max_fo: 1
  worst_path_largest_cell_delay_ns: 0.40
  crit_buf_inv: 1
  cp_top_family: "flip-flops"
  worst_setup_path_start_kind: "flip-flop"
  endpoint_kind: "primary output"
  worst_path_max_delay_cell: "edfxtp_1"
  worstPathRequired_ns: 0.80
die:
  die_h_um: 86.0
  die_x_um: 86.0
  fp-utilization: 0.415
  pin_count: 190
  core-area_um2: 6790
  chipArea_um2: 7400
  rows: 30
placed_design:
  port_buffers: 189
  place.gp.congestion: 0.763
  hpwlAfterDp_um: 5010
route:
  dr_total_vias: 1725
  avgRoutedWirePerCell_um: 16.4
  drt-vias-per-instance: 4.29
  ant_nets: 0
  drc_errors: 0
  drt_pass1_iterations: 4
  first_iter_violations: 76
  wirelength_um: 6600
  n_antenna_cell: 0
clock_tree:
  htreeDepth: 3
  numCtsBuffers: 9
  clk_pin_slew_ns: 0.08
  cts-root-buf: "clkbuf_8"
  cts_tree: "done"
  cts_hold_buf: 0
  max-clock-path-buffers: 2
  clock-sinks: 94
  post_cts_buffers: 0
run:
  max_cap_violations: 0
  tool_warnings: 29
min_path:
  min_path_type: "input port to flip-flop"
[path summary, 6_finish.rpt]
check	startpoint	endpoint	slack, ns	cells after the start
max	rdata2_out[1]	rdata2_out[1]	-0.06	1
min	rst	Branch_out	0.23	2
[layout make-up]
class	count	share of cell area
flip-flops and latches	94	0.605
repair buffers	194	0.326
inverters	1	0.00161
multi-input cells	1	0.00135
clock buffers	9	0.0266
clock inverters	7	0.0140
well taps	96	0.0258
[flip-flops by register name, indices dropped and copies added (netlist names)]
signal        count
aluop_out         4
memtoreg_out      1
rdata2_out       16
b_out            16
wen_out           1
waddr_out         4
rdata1_out       16
memwrite_out      1
memread_out       1
Branch_out        1
s_ext_out        16
PCOUT_out        16
jal_out           1
[cells by family after synthesis]
group,count (synthesis),synth area share
buf+inv,1,0.00133
flops,94,0.996
simple gates,1,0.00222
[cell usage after synthesis]
cell / n
edfxtp_1: 93
dfxtp_1: 1
inv_1: 1
nor2b_1: 1
[power by group]
part | leakage [nW] | switching [W] | total (W) | internal (W)
Combinational | 0.796 | 0.000187 | 0.000727 | 0.000539
Sequential | 0.919 | 0.0000626 | 0.00473 | 0.00466
Clock | 0.0880 | 0.00119 | 0.00233 | 0.00113
Total | 1.80 | 0.00144 | 0.00778 | 0.00634
[metrics by stage]
step | instances | instance area, um2 | worst slack [ns] | TNS (ns) | utilization
floorplan | 96 | 2830 | -0.907 | -84.37 | -
global placement | 385 | 4890 | -0.446 | -40.25 | 0.720
detailed placement | 385 | 4890 | -0.451 | -40.80 | 0.720
CTS | 402 | 4650 | -0.120 | -4.57 | 0.685
global route | 402 | 4650 | -0.151 | -8.14 | 0.685
finish | 402 | 4650 | -0.0642 | -1.98 | 0.685
[per-layer routing]
layer | vias up | share of wire | GRT usage
met2 | 130 | 0.51 | 0.320
met3 | 8 | 0.15 | 0.107
li1 | 797 | - | -
met1 | 790 | 0.32 | 0.273
met5 | - | 0 | 0
met4 | 0 | 0.018 | 0.0258
[repair_timing]
action / CTS / global route
gates cloned: 1 / 0
gates resized: 300 / 0
setup endpoints to repair: 186 / 93
Power is estimated from default activity; no workload was simulated.
