### ./run.sh
#!/bin/bash
# OpenROAD 26Q1-2900-gdf79404cd8, Yosys 0.63+post, stock flow scripts
make -C /OpenROAD-flow-scripts/flow DESIGN_CONFIG=/design/flow/config.mk WORK_HOME=/design/flow/orfs finish
### ./config.mk
export PLATFORM = sky130hd
export DESIGN_NAME = EXE_MEM_stage
export DESIGN_NICKNAME = EXE_MEM_stage
export VERILOG_FILES = /design/flow/design.v
export SDC_FILE = /design/flow/constraint.sdc
export NUM_CORES = 4
export LEC_CHECK = 1
export CORE_AREA = 10 10 93 93
export DIE_AREA = 0 0 103 103
### ./constraint.sdc
current_design EXE_MEM_stage

set clk_period 1.0
set clk_io_pct 0.2

create_clock -name clk0 -period $clk_period [get_ports {clk}]

set non_clock_inputs [all_inputs -no_clocks]
set_input_delay [expr $clk_period * $clk_io_pct] -clock clk0 $non_clock_inputs
set_output_delay [expr $clk_period * $clk_io_pct] -clock clk0 [all_outputs]
### ./design.v
`timescale 1ns / 10ps
module EXE_MEM_stage (
	input  clk,  
	input [16-1:0]aluout_in,
	input [16-1:0] rdata2_in,
	input [4-1:0]waddr_in,
	input wen_in,
	input memread_in,
	input memwrite_in,
	input memtoreg_in,
   input jal_in,
	input [16-1:0]PCOUT_in,
	output reg [16-1:0]aluout_out,
	output reg [16-1:0] rdata2_out,
	output reg [4-1:0]waddr_out,
	output reg wen_out,
	output reg memread_out,
	output reg memwrite_out,
	output reg memtoreg_out,
	output reg jal_out,
	output reg [16-1:0]PCOUT_out
);
always @ (posedge clk) begin
		 begin
		 aluout_out  <= aluout_in;
		 rdata2_out <= rdata2_in;
		 waddr_out  <= waddr_in;
		 wen_out    <= wen_in;
		 memread_out <= memread_in;
		 memwrite_out <= memwrite_in;
	    memtoreg_out <= memtoreg_in;
       jal_out<=jal_in;		 
		 PCOUT_out<=PCOUT_in;
	end
end
endmodule
==> CHANGELOG.md <==
### Physical design

- Slew Limit Headroom: slightly above 90%
- Worst Setup Slack post-DPL: between 6 and 7 ps
- Critical-path top delay cell: dfxtp_2
- Initial DRC count: 4
- Crit. End Element: output pin
- Syn. warnings: 1
- Buffers added on ports: approximately 110
- Max_cap viols: 0
- CTS max path bufs: 2
- Worst path depth: 1
- Fin. max-slew vios: 0
- I/O Pins: 115
- Clock transition at path regs: 60 ps
- Fraction of layout cells with a size suffix above 1: 38.71%
- CTS Sinks: 57
- Initial antenna violation count: 0
- MI comb cells: 0
- Comb power frac: under 10%
- Cells after DPL: 251
- Critical path class: reg2out
- Cts hold-fix bufs: 0
- Final worst slack: 57.76 ps
- Critical path buffers and inverters: 1
- Main area contributors: dfxtp_1 100%
- Pre-Repair DR Iteration Count: 2
- Seq cells post-synth: 57
- Post-layout instance area: 0.002300 mm²
- Placed Area: approximately 0.0024 mm²
- Net Sw Power: roughly 880 µW
- Placer Congestion: 0.6844
- Worst EP arrival: between 700 and 800 ps
- # Post-CTS Setup Buffers: 0
- CP max stage delay: 310 ps
- Core area: 0.006756 mm²
- Die X: 103 µm
- Via count: 865
- Die height: 103 µm
- Tool warnings: 25
- Area growth syn-to-layout: 101.5%
- DRT Wirelength: approximately 3700 µm
- Worst-path cell chain: buf_6
- Final min period: 942.2 ps
- Worst setup SP type: register
- Chip area: 0.01061 mm²
- Cell Rows: 30
- Antenna diode count: 0
- Dominant cell area share: 100.0%
- Reg power frac: between 50% and 60%
- Avg Inst Size Synth: 20.02 µm²
- P_leak: 0.001033 µW
- Logic area: 0 µm²
- Worst hold path cell count: 1
- Fmax: ~1100 MHz
- Total Routing Usage GR: 6.636%
- Synth Cell Area: 0.001141 mm²
- Post-layout util: 34.04%
- Final tally of setup violations: 0
- TritonCTS buffer count: 9
- Min-Delay Path Class: in2reg
- CP required: roughly 800 ps
- Setup TNS: 0 ps
- Unrepaired setup endpoints after global routing: no
- Seq/Total Area, Yosys: 100.0%
- Post-Layout Cell Count: 266
- Gr ovfl total: 0
- Vias per cell: 3.252
- Period utilization: 94.22%
- Int Pwr: about 4000 µW
- Vias in the first global route: 925
- Power share of the clock group: between 40% and 50%
- Mapped Cells: 57
- YS chip area: ~0.0011 mm²
- Cell taking the most area after synthesis: dfxtp_1
- Final hold vios: 0
- Slew @ Worst Pin: 109.2 ps
- Root Driver: clkbuf_8
- FP Core Util: 16.89%
- Power Density: 2090 mW/mm²
- Largest net degree at the start of global routing: 10
- First-pass GRT wire length: 5230 µm
- CTS tree: yes
- # Cells Yosys: 57
- Post-DR wirelength/cell: around 14 µm
- IR drop worst, VDD: 0.5905 mV
- ANT nets after route: 0
- # DRC: 0
- Switching Fraction: 18.37%
- Outcome: finished clean
- Worst-path fanout max: 1
- Distinct lib cells: 1
- Largest delay share family, worst path: flip-flops
- H-tree levels: 3
==> cell usage in the layout (no fill, tap or decap) <==
| cell type | synthesis | routed |
|---|---|---|
| clkbuf_8 | 0 | 11 |
| buf_2 | 0 | 56 |
| dfxtp_2 | 0 | 1 |
| dfxtp_1 | 57 | 56 |
| bufinv_16 | 0 | 1 |
| buf_6 | 0 | 1 |
| clkinv_2 | 0 | 2 |
| clkbuf_1 | 0 | 1 |
| clkdlybuf4s50_1 | 0 | 57 |
==> stage by stage <==
| step | power, µW | hold slack [ps] |
|---|---|---|
| floorplan | 2439 | 227.7 |
| global placement | 2906 | 648.5 |
| detailed placement | 2908 | 651.7 |
| CTS | 4916 | 282.1 |
| global route | 5065 | 283.3 |
| finish | 4807 | 308.7 |
==> cell type report <==
class / instances / area [µm²]
Sequential cell: 57 / 1142
Tap cell: 80 / 100.1
Clock buffer: 12 / 155.1
Timing Repair Buffer: 114 / 862.1
Fill cell: 675 / 4457
Clock inverter: 3 / 40.04
==> per-layer routing <==
metal / up-vias / wire [µm] / GRT usage, % / part of all wire [%]
met3: 8 / 509 / 4.536 / 14
met2: 56 / 1894 / 10.97 / 51
met1: 377 / 1218 / 6.731 / 33
li1: 424 / - / - / -
met5: - / 0 / 0 / 0
met4: 0 / 71 / 1.604 / 1.9
==> cell families after synthesis <==
logic type  synth area share (%)
flip-flops                 100.0
==> sequential cells by signal, indices dropped and copies added (netlist names) <==
signal        flops
aluout_out       16
memread_out       1
memtoreg_out      1
jal_out           1
memwrite_out      1
PCOUT_out        16
waddr_out         4
wen_out           1
rdata2_out       16
==> power by group through the flow <==
| stage | Sequential, µW | Combinational [µW] | Clock [µW] |
|---|---|---|---|
| CTS | 2420 | 325 | 2180 |
| global route | 2430 | 348 | 2290 |
| finish | 2420 | 316 | 2070 |
==> what timing repair did <==
item / 4_1_cts / 5_1_grt
endpoints found under the setup margin: 57 / 1
pin swaps: 0 / 0
gates resized: 179 / 2
==> worst paths after layout <==
path | startpoint | end | slack (ps)
hold / removal | aluout_in[1] | aluout_out[1] | 310
setup / recovery | rdata2_out[11] | rdata2_out[11] | 60
==> synthesized netlist by cell type <==
cell type / count
dfxtp_1: 57
Power figures rest on the tool's default switching activity, not on a simulated workload.
